<file path="flow/run.sh">
#!/bin/bash
# OpenROAD 26Q1-2900-gdf79404cd8, Yosys 0.63+post, stock flow scripts
make -C /OpenROAD-flow-scripts/flow DESIGN_CONFIG=/design/flow/config.mk WORK_HOME=/design/flow/orfs finish
</file>
<file path="flow/config.mk">
export PLATFORM = sky130hd
export DESIGN_NAME = alu
export DESIGN_NICKNAME = alu
export VERILOG_FILES = /design/flow/design.v
export SDC_FILE = /design/flow/constraint.sdc
export NUM_CORES = 4
export LEC_CHECK = 1
export CORE_UTILIZATION = 40
</file>
<file path="flow/constraint.sdc">
current_design alu

set clk_period 2.8
set clk_io_pct 0.2

create_clock -name clk0 -period $clk_period [get_ports {sysclk}]

set non_clock_inputs [all_inputs -no_clocks]
set_input_delay [expr $clk_period * $clk_io_pct] -clock clk0 $non_clock_inputs
set_output_delay [expr $clk_period * $clk_io_pct] -clock clk0 [all_outputs]
</file>
<file path="flow/design.v">
`timescale 1ns / 1ps
`default_nettype none
module alu(
	input  wire			sysclk,
	input  wire			a12,
	input  wire			m12,
	input  wire			x12,
	input  wire			poc,
	inout  wire	[3:0]	data,
	output wire			acc_0,
	output wire			add_0,
	output reg			cy_1,
	input  wire			cma,
	input  wire			write_acc_1,
	input  wire			write_carry_2,
	input  wire			read_acc_3,
	input  wire			add_group_4,
	input  wire			inc_group_5,
	input  wire			sub_group_6,
	input  wire			ior,
	input  wire			iow,
	input  wire			ral,
	input  wire			rar,
	input  wire			ope_n,
	input  wire			daa,
	input  wire			dcl,
	input  wire			inc_isz,
	input  wire			kbp,
	input  wire			o_ib,
	input  wire			tcs,
	input  wire			xch,
	input  wire			n0342,
	input  wire			x21_clk2,
	input  wire			x31_clk2,
	input  wire			com_n,
	output wire			cmram0,
	output wire			cmram1,
	output wire			cmram2,
	output wire			cmram3,
	output wire			cmrom
	);
	reg [3:0]	acc;
	reg 		cy;
	wire n0854		= ~(~x12);
	wire n0351		= ~(x21_clk2 | ~dcl);
	wire n0415		= ~(x21_clk2 | ope_n);
	wire add_ib		= ~(x31_clk2 | ~inc_isz);
	wire cy_ib		= ~(x31_clk2 | ~iow);
	wire acb_ib		= ~((x31_clk2 | ~xch) & (x21_clk2 | ~iow));
	wire n0477		= ~((~x31_clk2 & ~ior) | (a12 & ior));
	wire adc_cy		= ~(write_carry_2 | n0477);
	wire add_acc	= ~(write_acc_1 | n0477);
	wire adsr		= ~(x31_clk2 | ~rar);
	wire adsl		= ~(x31_clk2 | ~ral);
	wire acc_adac	= ~(~cma | n0342);
	wire acc_ada	= ~(read_acc_3 | n0342);
	wire cy_ada		= ~(add_group_4 | n0342);
	wire cy_adac	= ~(sub_group_6 | n0342);
	reg [3:0] tmp;					 
	always @(posedge sysclk) begin
		if (~n0342)
			tmp <= data;
		if (m12)
			tmp <= 4'b1111;
	end
	reg n0893, n0891, n0889, n0887;	 
	always @(posedge sysclk) begin
		if (sub_group_6) begin
			n0887 <=  tmp[0];
			n0889 <= ~tmp[1];
			n0891 <=  tmp[2];
			n0893 <= ~tmp[3];
		end
		if (~(sub_group_6 | m12)) begin
			n0887 <= ~tmp[0];
			n0889 <=  tmp[1];
			n0891 <= ~tmp[2];
			n0893 <=  tmp[3];
		end
	end
	reg n0873, n0872, n0871, n0870;
	always @(posedge sysclk) begin
		if (m12)
			{n0873, n0872, n0871, n0870} <= 4'b1010;
		if (acc_ada)
			{n0873, n0872, n0871, n0870} <= acc;
		if (acc_adac)
			{n0873, n0872, n0871, n0870} <= ~acc;
	end
	wire n0546 = ~(inc_group_5 | n0342);
	reg n0550;
	always @(posedge sysclk) begin
		if (m12)		n0550 <= 1'b0;
		if (n0546)		n0550 <= 1'b1;
		if (cy_adac)	n0550 <= ~cy;
		if (cy_ada)		n0550 <= cy;
	end
	wire n0911 = ~(n0550 ? (n0887 | n0870) : (n0887 & n0870));
	wire n0553 = n0911;
	wire n0912 = ~(n0553 ? (n0889 | n0871) : (n0889 & n0871));
	wire n0556 = n0912;
	wire n0913 = ~(n0556 ? (n0891 | n0872) : (n0891 & n0872));
	wire n0559 = n0913;
	wire n0914 = ~(n0559 ? (n0893 | n0873) : (n0893 & n0873));
	wire n0861 = n0914;
	wire n0877 = ~((n0893 & n0559 & n0873) | (n0861 & (n0893 | n0873 | n0559)));
	wire n0878 = ~((n0877 & n0550 & n0870) | (n0553 & (n0887 | n0870 | n0550)));
	wire n0875 = ~((n0889 & n0553 & n0871) | (n0556 & (n0889 | n0871 | n0553)));
	wire n0879 = ~((n0891 & n0556 & n0872) | (n0559 & (n0891 | n0872 | n0556)));
	wire n0846 = ~n0878;
	wire n0847 =  n0875;
	wire n0848 = ~n0879;
	wire n0514 =  n0877;
	reg [3:0] acc_out;					 
	wire n0803 = ~((acc_out[3] & (acc_out[2] | acc_out[1])) | cy_1);
	wire n0403 = ~(~daa | n0803);
	wire [3:0] acc_in = {n0514, n0848, n0847, n0846};
	always @(posedge sysclk) begin
		if (adsr)
			{acc, cy} <= {cy_1, acc_in};
		if (add_acc)
			acc <= acc_in;
		if (adsl)
			{cy, acc} <= {acc_in, cy_1};
		if (adc_cy)
			cy <= n0861;
		if (n0403 & n0415)
			cy <= 1'b1;
	end
	always @(posedge sysclk) begin
		if (n0854) begin
			cy_1 <= cy;
			acc_out <= acc;
		end
	end
	assign acc_0 = ~|acc_out;
	assign add_0 = ~|acc_in;
	wire n0378 = ~((daa & n0803) | o_ib);
	wire n0345 =  kbp & (acc_out == 4'b1000);
	wire n0354 =  kbp & (acc_out == 4'b0100);
	wire n0363 =  kbp & (acc_out == 4'b0010);
	wire n0370 =  kbp & (acc_out == 4'b0001);
	wire n0377 = (kbp & (acc_out == 4'b0000)) | ~n0378;
	wire n0358 = ~(n0345 | n0354 | n0363 | n0370 | n0377 |       n0403);
	wire n0366 = ~(        n0354 | n0363 | n0370 | n0377 | tcs        );
	wire n0359 = ~(n0345 |                 n0370 | n0377 | tcs        );
	wire n0357 = ~(n0345 |         n0363 |         n0377 |       n0403);
	reg [3:0] dout;
	always @(*) begin
		dout = 4'bzzzz;
		if (acb_ib)
			dout = acc_out;
		if (add_ib)
			dout = acc_in;
		if (cy_ib)
			dout = {3'bxxx, cy_1};
		if (n0415)
			dout = {n0358, n0366, n0359, n0357};
	end
	assign data = dout;
	wire n0355 = ~acc_out[2];
	wire n0364 = ~acc_out[1];
	wire n0371 = ~acc_out[0];
	reg n0749, n0750, n0751;
	always @(posedge sysclk) begin
		if (poc) begin
			n0749 <= 1'b1;
			n0750 <= 1'b1;
			n0751 <= 1'b1;
		end
		else begin
			if (n0351) begin
				n0749 <= n0355;
				n0750 <= n0364;
				n0751 <= n0371;
			end
		end
	end
	assign cmram3 = ~(com_n | n0749);
	assign cmram2 = ~(com_n | n0750);
	assign cmram1 = ~(com_n | n0751);
	assign cmram0 = ~(com_n | ~n0749 | ~n0750 | ~n0751);
	assign cmrom  = ~(com_n | poc);
endmodule
</file>
==> results_slide.txt <==
Implementation Results

Status
  • Status: completed

Synth
  • Warnings from Yosys: 2
  • XORs/XNORs by Area: under 10%
  • Synth unique cells: roughly 49
  • Cells in synth_stat.txt: ~180
  • Syn avg cell area: 9.25 µm²
  • Yosys simple share: 23.6%
  • Yosys chip area: around 1700 µm²
  • Mapped Area: ~1700 µm²
  • Synth flops: 26
  • Dominant comb cell: simple AND/OR/NAND/NOR gates
  • Yosys adder share: under 10%
  • Post-synthesis cell count: about 180
  • Yosys aoi share: 23.2%
  • Ys flop type: edfxtp_1
  • Post-synth ARST share: 0%
  • Seq share, synth: roughly two fifths
  • Post-synth EDFFs: 18
  • Multiplexer share: between 1.5 and 2%

Placement
  • Dpl cells: 267
  • Routability cong.: between 0.9 and 1
  • Placed Area: 2110 µm²
  • Post-DP HPWL: ~3100 µm
  • PortBufs: 34

Min path
  • Hold WC Path Type: reg2reg

Layout
  • Finished Layout Cells: between 200 and 300
  • Most instantiated logic cells after routing: clkdlybuf4s50_1, nor2_1, edfxtp_1
  • Layout Cell Area excl Fill: 2220 µm²
  • Layout cells sized above 1: 13.4%
  • Area delta synth->final: 32.0%
  • Dominant logic cell type in the layout: clkdlybuf4s50_1
  • Fillers: roughly 350
  • Largest registers: acc: 4 flops, acc_out: 4 flops, tmp: 4 flops

Final timing
  • Min Tclk post-route: approximately 2700 ps
  • Max_slew headroom: 56.3%
  • Skew final: 0.509 ps
  • Actual slew at the worst max-slew pin: 651 ps
  • Max frequency: ~380 MHz
  • Fin Setup TNS: 0 ps
  • Cycle use final: around 95%
  • Final setup fails: 0
  • Slew Limit Fails: 0
  • Fin Hold WS: 501 ps
  • Fin. Hold Viols: 0
  • RSZ-0062 raised after global routing: no

Routing
  • N_diodes: 0
  • Vias per cell: roughly 5.5
  • Drt pass-1 iters: 7
  • Via count: roughly 1,500
  • DRT antenna net count: 0
  • WL final: 3880 µm
  • Routed wire per std cell: between 10 and 15 µm
  • Initial detailed-routing violation count: ~110
  • DRC errors left: 0

CTS
  • Clk latency late pin: between 200 and 300 ps
  • Root buf cell: clkbuf_8
  • Worst-path clk slew: roughly 80 ps
  • # H-tree levels: 1
  • Clock Path Buffers: 2
  • Number of CTS-inserted buffers: 3
  • CTS tree: yes
  • # clock sinks: 26
  • Hold_buf cts: 0

Floorplanning
  • Core area: 4030 µm²
  • Chip height: approximately 67 µm
  • Io pins: ~40
  • # rows: 23
  • Die Wd: 66.9 µm
  • Die Size: 4470 µm²
  • Fp util: a little over two fifths

Worst setup path
  • Crit path required time: roughly 2200 ps
  • CP arrival: 2100 ps
  • CP Launch Type: register
  • Crit path max fanout: 4
  • Worst setup path category: reg2out
  • Crit end category: output port

Run
  • Max Cap Viol: 0
  • Tool warning count: 26

Global routing
  • Largest net degree at the start of global routing: 15
  • First-pass GRT wire length: 6490 µm
  • Vias in the first global route: between 1,000 and 1,500
  • Antenna violations before repair: 0
  • GRT Total Usage: between 20% and 30%
  • GRT overflow: 0

Power and ir drop
  • Final Power: 0.00116 W
  • VDD IR max: about 330 µV
  • Power Density: between 500 and 600 nW/µm²
  • Leakage: between 0.7 and 0.8 nW
==> critical path, stage by stage, from the launching register on <==
cell and delay [ps]:
edfxtp_1 400, maj3_4 400, a211oi_4 270, o211ai_2 150
a2111oi_4 380, dlygate4sd2_1 240
==> cells in the mapped netlist (2+ instances only) <==
library cell | number | area, µm²
mux2i_1 | 2 | 20.0
a211oi_1 | 2 | 15.0
o211ai_1 | 2 | 15.0
nor2_1 | 24 | 90.1
nor2b_1 | 4 | 25.0
a31oi_1 | 7 | 43.8
a211oi_2 | 2 | 25.0
a211o_1 | 4 | 35.0
o21ai_0 | 8 | 40.0
nor3b_1 | 3 | 22.5
nand2_1 | 14 | 52.6
buf_2 | 2 | 10.0
nand3_1 | 4 | 20.0
xnor2_1 | 7 | 61.3
edfxtp_1 | 18 | 541
o21a_1 | 2 | 15.0
or3_1 | 4 | 25.0
a21oi_1 | 8 | 40.0
nand4_1 | 2 | 12.5
nor3_1 | 5 | 25.0
dfxtp_1 | 8 | 160
clkbuf_1 | 4 | 15.0
inv_1 | 5 | 18.8
xor2_1 | 4 | 35.0
nor4_1 | 3 | 18.8
or2_2 | 4 | 25.0
nand2b_1 | 8 | 50.1
==> worst paths after layout <==
kind	from	to	slack (ps)	depth (start not counted)
setup / recovery	n0550	add_0	140	5
setup reg to reg	n0550	acc[1]	700	7
hold / removal	n0749	n0749	500	1
hold reg to reg	n0749	n0749	500	1
==> cell families after synthesis <==
kind of cell / Yosys count
flops: 26
xor+xnor: 11
compound gates: 50
fa+ha+maj: 2
mux: 3
simple gates: 79
buf+inv: 11
==> report_power, final <==
part	internal [W]	total (W)	switching, W
registers	0.000482	0.000545	0.0000631
logic	0.000207	0.000404	0.000197
clock network	0.000102	0.000211	0.000110
total	0.000790	0.00116	0.000370
==> per-stage QoR <==
stage / setup WS (ps) / util, %
after detailed placement: 86.9 / 52.5
after CTS: 22.2 / 54.8
after floorplan: 636 / -
final: 138 / 55.1
after global placement: 88.3 / 52.5
after global routing: 30.7 / 55.1
==> repair_timing <==
action,CTS,global route
resized,6,1
pin swaps,4,1
setup buffers,3,0
endpoints found under the setup margin,1,1
==> per-layer routing <==
layer	wire [µm]	track usage [%]	vias to the layer above	share of wire, %
met3	200	3.99	2	5.2
met4	23	2.39	0	0.59
li1	-	-	766	-
met5	0	0	-	0
met1	1890	31.9	694	49
met2	1760	31.4	33	45
==> area by class of cell <==
cell class / instances / area, µm² / area share (%)
Inverter: 5 / 18.8 / 0.845
Sequential cell: 26 / 701 / 31.5
Multi-Input combinational cell: 145 / 980 / 44.1
Clock buffer: 4 / 45.0 / 2.03
Timing Repair Buffer: 44 / 414 / 18.6
Tap cell: 50 / 62.6 / 2.82
Power figures rest on the tool's default switching activity, not on a simulated workload.
