### flow/config.mk
export PLATFORM = sky130hd
export DESIGN_NAME = alu1
export DESIGN_NICKNAME = alu1
export VERILOG_FILES = /design/flow/design.v
export SDC_FILE = /design/flow/constraint.sdc
export NUM_CORES = 4
export LEC_CHECK = 1
export CORE_UTILIZATION = 40
### flow/constraint.sdc
current_design alu1

set clk_period 8.2
set clk_io_pct 0.2

create_clock -name clk0 -period $clk_period

set non_clock_inputs [all_inputs -no_clocks]
set_input_delay [expr $clk_period * $clk_io_pct] -clock clk0 $non_clock_inputs
set_output_delay [expr $clk_period * $clk_io_pct] -clock clk0 [all_outputs]
### flow/design.v
module alu1 (
    input [3:0] a,
    input [3:0] b,
    input [3:0] c,
    input [1:0] op,
    output reg [8:0] result
);
    always @(*) begin
        case (op)
            2'b00: result = (a + b) * c; 
            2'b01: result = (a - b) ^ c; 
            2'b10: result = a & (b | c); 
            2'b11: result = (a % b) + (a * c);
            default: result = 8'b0;
        endcase
    end
endmodule
### flow/run.sh
#!/bin/bash
# OpenROAD 26Q1-2900-gdf79404cd8, Yosys 0.63+post, stock flow scripts
make -C /OpenROAD-flow-scripts/flow DESIGN_CONFIG=/design/flow/config.mk WORK_HOME=/design/flow/orfs finish
==> flow_summary.html <==
<!-- implementation run metrics -->
<table>
<tr><th>Metric</th><th>Value</th></tr>
<tr><th colspan="2">Yosys</th></tr>
<tr><td>Synth top area share</td><td>between 20% and 30%</td></tr>
<tr><td>Total standard cell area after synthesis</td><td>3480 µm²</td></tr>
<tr><td>Summed standard-cell area reported by yosys</td><td>between 3000 and 4000 µm²</td></tr>
<tr><td>Average footprint of a synthesized cell</td><td>~7.6 µm²</td></tr>
<tr><td>Dominant cells by area after synthesis</td><td>ha_1, fa_1, a21oi_1</td></tr>
<tr><td>Mapped Cells</td><td>456</td></tr>
<tr><td>Cell with the most instances after synthesis</td><td>ha_1</td></tr>
<tr><td>Yosys stat cell total</td><td>456</td></tr>
<tr><td>Library cell occupying the most area in the post-synthesis netlist</td><td>ha_1</td></tr>
<tr><td>Top cells by count</td><td>ha_1, inv_1, nor2_1</td></tr>
<tr><td>Post-synth cell types</td><td>about 58</td></tr>
<tr><td>Warnings, synthesis</td><td>1</td></tr>
<tr><td>Seq/Total Area, Yosys</td><td>0%</td></tr>
<tr><th colspan="2">Global routing</th></tr>
<tr><td>Overflow left after global routing</td><td>0</td></tr>
<tr><td>Antenna violations before repair</td><td>0</td></tr>
<tr><td>Wire length of the first global-routing pass</td><td>between 15 and 20 mm</td></tr>
<tr><td>Total global-route track usage</td><td>between 20% and 30%</td></tr>
<tr><td>Pin count of the biggest net entering global routing</td><td>19</td></tr>
<tr><td>Via count of the first global-routing pass</td><td>roughly 3,600</td></tr>
<tr><th colspan="2">Final timing</th></tr>
<tr><td>Final worst-path setup slack</td><td>-6.16 ns</td></tr>
<tr><td>Final critical delay including setup and external delays</td><td>~14 ns</td></tr>
<tr><td>Slew margin rel.</td><td>between 50% and 60%</td></tr>
<tr><td>Post-Route Hold Slack</td><td>~4 ns</td></tr>
<tr><td>Final max-slew violation count</td><td>0</td></tr>
<tr><td>Transition time at the pin with the least slew margin</td><td>around 0.65 ns</td></tr>
<tr><td>Final setup violation count</td><td>9</td></tr>
<tr><td>Peak clock frequency supported by timing</td><td>69.6 MHz</td></tr>
<tr><td>RSZ-0062 raised after global routing</td><td>yes</td></tr>
<tr><td>Hold violation total from the final report</td><td>0</td></tr>
<tr><td>Cycle use final</td><td>175%</td></tr>
<tr><th colspan="2">Critical path</th></tr>
<tr><td>Kind of start point of the critical path</td><td>primary input</td></tr>
<tr><td>Max Fanout on Critical Path</td><td>7</td></tr>
<tr><td>Delay-heaviest family, CP</td><td>AND-OR/OR-AND gates</td></tr>
<tr><td>Critical path data arrival time</td><td>between 10 and 15 ns</td></tr>
<tr><td>Biggest cell delay along the critical path</td><td>0.50 ns</td></tr>
<tr><td>CP Buf/Inv Count</td><td>6</td></tr>
<tr><td>Crit path required time</td><td>around 6.6 ns</td></tr>
<tr><td>Most used cell, CP</td><td>a21oi_2</td></tr>
<tr><td>WS Path Type</td><td>primary input to output port</td></tr>
<tr><td>Element type at the critical path end</td><td>output port</td></tr>
<tr><td>Master of the slowest instance on the critical path</td><td>or4_4</td></tr>
<tr><th colspan="2">Outcome</th></tr>
<tr><td>Failing checks</td><td>negative setup slack</td></tr>
<tr><td>Run status</td><td>finished with violations</td></tr>
<tr><th colspan="2">Die</th></tr>
<tr><td>Placeable core area</td><td>approximately 8300 µm²</td></tr>
<tr><td>Initial Util</td><td>about two fifths</td></tr>
<tr><td>Chip area</td><td>approximately 9100 µm²</td></tr>
<tr><td>Top-Level Pins</td><td>23</td></tr>
<tr><td>Die W</td><td>~95 µm</td></tr>
<tr><td>Floorplan row count</td><td>33</td></tr>
<tr><td>Y dimension of the die</td><td>approximately 95 µm</td></tr>
<tr><th colspan="2">Routing</th></tr>
<tr><td>Vias per inst</td><td>a little over 5</td></tr>
<tr><td>Drt drc</td><td>0</td></tr>
<tr><td>Number of antenna diodes</td><td>0</td></tr>
<tr><td>Router iterations before antenna repair</td><td>4</td></tr>
<tr><td>Total Wirelength</td><td>9.86 mm</td></tr>
<tr><td>Routed via count</td><td>around 3,700</td></tr>
<tr><td>Wire length per cell</td><td>13.5 µm</td></tr>
<tr><td>Residual antenna-violating net count after detailed routing</td><td>0</td></tr>
<tr><td>Starting DRC count in detailed routing</td><td>slightly above 80</td></tr>
<tr><th colspan="2">Finish</th></tr>
<tr><td>Seq_cells</td><td>0</td></tr>
<tr><td>Final design area excluding fillers</td><td>about 5400 µm²</td></tr>
<tr><td>Clock buffer count in the final layout</td><td>0</td></tr>
<tr><td>Layout cell share with drive strength beyond 1</td><td>about two fifths</td></tr>
<tr><td>Signed area change from the synthesized netlist to the final layout</td><td>54.2%</td></tr>
<tr><td>Post-layout util</td><td>64.4%</td></tr>
<tr><td>Sequential standard cell area</td><td>0 µm²</td></tr>
<tr><td>Final-layout fill cell count</td><td>roughly 670</td></tr>
<tr><td>Final cell count without fillers</td><td>~730</td></tr>
<tr><th colspan="2">Placement</th></tr>
<tr><td>Post-DP Area</td><td>4950 µm²</td></tr>
<tr><td>Placed Cells incl. Taps</td><td>a little over 700</td></tr>
<tr><td>IO buf count</td><td>23</td></tr>
<tr><td>Setup Slack @ Placement</td><td>-7.19 ns</td></tr>
<tr><td>GPL Wtd Cong</td><td>about 0.92</td></tr>
<tr><td>Detailed placement HPWL</td><td>between 8 and 9 mm</td></tr>
<tr><th colspan="2">Job</th></tr>
<tr><td>Max Cap Viol</td><td>0</td></tr>
<tr><td>OpenROAD warning count</td><td>40</td></tr>
<tr><th colspan="2">Min path</th></tr>
<tr><td>Hold WC Path Type</td><td>primary input to output port</td></tr>
</table>
cell families (layout without fill, tap and decap cells):
logic type	after synthesis	in the layout	share of synthesized area [%]
AND/OR/NAND/NOR	148	148	22.4
AND-OR/OR-AND	120	120	23.0
adder cells (fa/ha/maj)	86	86	34.8
buffers and inverters	54	222	6.07
XOR/XNOR	34	34	8.55
multiplexers	13	13	5.10
other	1	5	0.108
area by class of cell:
class | instances | area [µm²] | area share, %
multi-input combinational | 406 | 3680 | 68.6
timing repair buffer | 180 | 1390 | 25.9
tap | 105 | 131 | 2.45
inverter | 42 | 165 | 3.08
per-stage QoR:
stage | setup TNS (ns)
after floorplan | -46.55
after global placement | -56.98
after detailed placement | -58.72
after CTS | -52.03
after global routing | -55.62
final | -49.88
timing repair:
action                                 CTS  global route
hold buffers                             0             0
gates resized                           22            54
setup endpoints to repair                9             9
endpoints found under the hold margin    0             0
pin swaps                               32            66
buffers inserted                        13            10
cell usage in the layout (no fill, tap or decap), types with 11 or more instances in the layout:
master	n
nor2_1	37
nor3_1	13
clkdlybuf4s50_1	11
a21oi_1	28
inv_1	37
o21ai_0	14
buf_4	155
nand2_1	31
xnor2_1	20
ha_4	11
and2_1	16
a21oi_2	13
ha_1	57
fa_1	17
a21o_1	12
worst paths after layout:
path	end	slack, ns	cells after the start	from
setup / recovery	result[8]	-6.16	61	b[0]
hold / removal	result[0]	3.93	7	b[0]
metal layers:
metal  vias to the layer above  routed length [µm]  track usage [%]
li1                       1980                   -                -
met1                      1677                4670             30.9
met2                        48                4640             40.6
met3                        19                 316             1.46
met4                         0                 229             5.05
met5                         -                   0                0
